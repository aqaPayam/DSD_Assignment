`design/flow/config.mk`:
```
export PLATFORM = sky130hd
export DESIGN_NAME = UART
export DESIGN_NICKNAME = UART
export VERILOG_FILES = /design/flow/design.v
export SDC_FILE = /design/flow/constraint.sdc
export NUM_CORES = 4
export LEC_CHECK = 1
export CORE_UTILIZATION = 30
```
`design/flow/constraint.sdc`:
```
current_design UART

set clk_period 5.3
set clk_io_pct 0.2

create_clock -name clk0 -period $clk_period [get_ports {clk}]

set non_clock_inputs [all_inputs -no_clocks]
set_input_delay [expr $clk_period * $clk_io_pct] -clock clk0 $non_clock_inputs
set_output_delay [expr $clk_period * $clk_io_pct] -clock clk0 [all_outputs]
```
`design/flow/design.v`:
```
module RX # (
    parameter START_SIG = 0
) (
    input               rstN,
    input               clk,
    input               s_in,
    output  reg         received,
    output  reg         parity,
    output  reg [6:0]   data
);
localparam S_IDLE       = 0;
localparam S_PARITY     = 1;
localparam S_RECEIVE    = 2;
localparam S_STOP       = 3;
reg [1:0]   state;
reg [2:0]   data_index;
reg last_s_in = 1;
always @(posedge clk or negedge rstN) begin
    if (~rstN) begin
        state <= S_IDLE;
        data_index <= 0;
        received <= 0;
        data <= 0;
        last_s_in <= 1;
    end
    else begin
        case (state)
            S_IDLE: begin
                if (s_in == START_SIG &&
                 last_s_in == !START_SIG) begin
                    data_index <= 0;
                    data <= 0;
                    state <= S_PARITY;
                    received <= 0;
                    last_s_in = s_in;
                end
                else
                    last_s_in <= s_in;
            end
            S_PARITY: begin
                parity <= s_in;
                state <= S_RECEIVE;
            end
            S_RECEIVE: begin
                data[data_index] <= s_in;
                if (data_index == 6)
                    state <= S_STOP;
                data_index <= data_index + 1;
            end
            S_STOP: begin
                state <= S_IDLE;
                received <= 1;
            end
            default: state <= S_IDLE;
        endcase
    end
end
endmodule
module TX # (
    parameter START_SIG = 0
) (
    input           rstN,
    input           clk,
    input           start,
    input   [6:0]   data_in,
    output  reg     s_out = 1,
    output  reg     sent
);
localparam S_START      = 0;
localparam S_PARITY     = 1;
localparam S_SEND       = 2;
localparam S_STOP       = 3;
reg stop = 0;
reg [1:0]   state = 0;
reg [6:0]   data;
reg [2:0]   data_index;
wire parity_sig;
assign parity_sig = ^data;
always @(posedge clk or negedge rstN) begin
    if (~rstN) begin
        state <= S_START;
        data_index <= 0;
        sent <= 0;
        stop <= 0;
        s_out <= ~START_SIG;
    end
    else begin
        case (state)
            S_START: begin
                if (start && !stop) begin
                    s_out <= START_SIG;
                    data_index <= 0;
                    data <= data_in;
                    state <= S_PARITY;
                    sent <= 0;
                end else if(!start)
                    stop <= 0;
            end
            S_PARITY: begin
                s_out <= parity_sig;
                state <= S_SEND;
            end
            S_SEND: begin
                s_out <= data[data_index];
                if (data_index == 6)
                    state <= S_STOP;
                data_index <= data_index + 1;
            end
            S_STOP: begin
                s_out <= !START_SIG;
                state <= S_START;
                sent <= 1;
                stop <= 1;
            end
            default: state <= S_START;
        endcase
    end
end
endmodule
module UART (
    input[6:0] data_in,
    input transmit_en,
    input rst,
    input clk,
    input rx_in_bit,
    output[6:0] data_out,
    output is_transmitted,
    output is_received,
    output parity,
    output tx_out_bit
);
wire pulse;
pulseM p(.rst(rst), .clk(clk), .pulse(pulse));
TX tx(.rstN(~rst), .clk(pulse), .start(transmit_en), 
    .data_in(data_in), .s_out(tx_out_bit),
    .sent(is_transmitted));
RX rx(.rstN(~rst), .clk(pulse), .s_in(rx_in_bit),
    .parity(parity), .data(data_out),
    .received(is_received));
endmodule
module pulseM(
input		rst,
input		clk,
output reg	pulse
);
localparam r = 217;
integer counter = 1;
always @(posedge clk) begin
	if(rst) begin
		counter = 1;
		pulse <= 0;
	end else begin
		if(counter == r) begin
			counter = 1;
			pulse <= !pulse;
		end else begin
		    counter = counter + 1;
		end
	end
end
endmodule 
```
`design/flow/run.sh`:
```
#!/bin/bash
# OpenROAD 26Q1-2900-gdf79404cd8, Yosys 0.63+post, stock flow scripts
make -C /OpenROAD-flow-scripts/flow DESIGN_CONFIG=/design/flow/config.mk WORK_HOME=/design/flow/orfs finish
```
==> Changelog: implementation <==
## Implementation

- Worst r2r src: p.counter[0]$_SDFF_PP1_
- Leak: approximately 0.0013 uW
- Via count: ~2500
- Status: completed
- Combinational share of power: slightly below 6%
- P&R area growth vs syn: 13.90%
- Power Internal: around 380 uW
- Initial DRC count: around 130
- Critical Path Stages: 5
- Fraction of layout cells with a size suffix above 1: under 10%
- Final Cycle Share: between 40 and 50%
- MaxCap Viol Count: 0
- CP max-delay cell: or3_1
- Main flop type: dfxtp_1
- R2r endpoint: p.counter[30]$_SDFF_PP0_
- Vias per inst: ~5.0
- RSZ-0062 raised after global routing: no
- Worst r2r path cells: 5
- Dominant logic cell types in the final layout: 33 x dfxtp_1, 25 x nor2_1, 24 x a21oi_1
- Delay-heaviest family, CP: simple AND/OR/NAND/NOR gates
- Largest net degree at the start of global routing: 33
- Arrival time at the worst endpoint: around 2.5 ns
- Antenna diodes: 0
- DRC Markers: 0
- Final HPWL DP: approximately 4.3 mm
- YS chip area: about 3300 sq um
- Worst Setup Start Kind: register
- Tally of OpenROAD warnings: 34
- First-pass GRT wire length: between 10 and 15 mm
- Sw power: ~110 uW
- CORE AREA: around 10000 sq um
- Cell Type Count: around 53
- TritonCTS buffer count: 5
- Setup TNS: 0 ns
- Sequential share of power: between 50% and 60%
- Worst hold path type: reg2reg
- Crit. Startpoint: p.counter[0]$_SDFF_PP1_
- Placer Congestion: approximately 0.82
- Crit Path Max Fanout: 16
- Sw Ratio: between 20 and 25%
- Antenna-violating nets left: 0
- Cell Chain, Critical Path: ha_1 > nand3_1 > or3_1 > or4_1 > a21oi_1
- GR Overflow Total: 0
- Yosys reg bits: 65
- Routed len/inst: around 12 um
- Chip Width: between 100 and 150 um
- Htree depth: 2
- Min Hold Slack: 0.4898 ns
- Endpoints left unconstrained: 51
- WS Path Type: reg2reg
- EDFF count, synth: 8
- Initial Util: approximately 31%
- Longest Clk Path Bufs: 2
- Die height: approximately 110 um
- Register pins left without a clock: 32
- TritonCTS clock tree: built
- Mapped Area: between 3000 and 4000 sq um
- Synth Seq Share: 46.06%
- PD cells: 132.1 nW/um^2
- # resized after CTS: 0
- DRT Pass-1 Iters: 5
- Maximum clock frequency: 445.0 MHz
- Final Hold Vio Count: 0
- Hold_buf cts: 0
- Clk pwr share: a little over two fifths
- CTS Root Cell: clkbuf_8
- FP Rows: 37
- Initial antenna violation count: 0
- Critical path endpoint category: register
- Min Tclk post-route: 2.247 ns
- Die ar.: 11320 sq um
- Skew final: ~0.0077 ns
- Total GRT Usage: a little under an eighth
- Synth Instances: between 300 and 400
- Crit path to: p.counter[30]$_SDFF_PP0_
- CTS clk-pin slew, worst paths: 0.07 ns
- Fillers: roughly 1100
- Vias in the first global route: approximately 2300
- CP bufs+invs: 0
- Worst skew pair latency: around 0.28 ns
- Final WL: about 6.0 mm
- Endpoints failing setup: 0
- Synthesized area per cell: 9.785 sq um
- Async set-or-reset flop fraction in the synthesized netlist: 36.92%
- # Post-CTS Setup Buffers: 0
- CP required: between 5 and 6 ns
- Max VDD drop: 88.80 uV
- Yosys Instances: around 330
- IO Port Bufs: 21
- R2r setup slk: 3.05 ns
- Final Max Tran Viols: 0
- Worst-Margin Slew: just under 0.7 ns
- Most frequent logic cell in the layout: dfxtp_1
- Max incr delay on CP: 0.58 ns
- Relative slew slack: a little over half
- Warnings, synthesis: 3
- Top Ports: 22
[worst min path at each step]
stage	from	to	cells after the start
global route	p.pulse$_SDFFE_PP0N_	p.pulse$_SDFFE_PP0N_	2
finish	p.pulse$_SDFFE_PP0N_	p.pulse$_SDFFE_PP0N_	2
CTS	p.pulse$_SDFFE_PP0N_	p.pulse$_SDFFE_PP0N_	2
[state kept, by name, indices dropped and copies added, names as in the netlist]
name / flops
tx.sent: 1
tx.state: 2
rx.parity: 1
rx.state: 4
tx.stop: 1
rx.data_index: 3
rx.last_s_in: 1
rx.received: 1
rx.data: 7
tx.data: 7
tx.data_index: 3
p.counter: 32
p.pulse: 1
tx.s_out: 1
[through the flow]
| stage | setup slack [ns] | util (%) | std cells | instance area, sq um | total power, uW |
|---|---|---|---|---|---|
| 6_report | 3.053 | 35.58 | 492 | 3722 | 491.8 |
| 3_5_place_dp | 2.744 | 34.61 | 484 | 3621 | 291.4 |
| 4_1_cts | 3.039 | 35.58 | 492 | 3722 | 499.3 |
| 2_1_floorplan | 2.968 | - | 334 | 3268 | 276.9 |
| 5_1_grt | 2.876 | 35.58 | 492 | 3722 | 512.3 |
| 3_3_place_gp | 2.773 | 34.61 | 484 | 3621 | 290.7 |
[cell families after synthesis]
family | synth area share (%)
compound gates | 14.17
xor+xnor | 6.202
fa+ha+maj | 4.977
buf+inv | 3.484
flops | 46.06
mux | 3.292
simple gates | 21.82
[Yosys cell counts (2+ instances only)]
library cell	instances	area, sq um
and4_2	2	20.02
nand3_1	13	65.06
dfrtp_1	21	525.5
dfstp_2	3	78.83
o31ai_1	16	120.1
edfxtp_1	8	240.2
nand2_1	23	86.33
clkbuf_1	7	26.28
buf_6	2	22.52
a31oi_1	2	12.51
a22o_1	2	17.52
or4_1	12	90.09
xnor2_1	13	113.9
ha_1	13	162.7
xor2_1	5	43.79
or4_4	2	22.52
and3_1	2	12.51
o211ai_1	2	15.01
nand4_2	2	25.02
mux2_2	4	45.04
o21ai_0	21	105.1
nand4_1	6	37.54
a21oi_1	24	120.1
nor2b_1	4	25.02
inv_1	14	52.55
nor4_1	11	68.82
dfxtp_1	33	660.6
xnor3_1	2	45.04
nand2b_1	5	31.28
mux2i_1	4	40.04
nor2_1	25	93.84
or3_1	6	37.54
nor3_1	5	25.02
[layout make-up]
| class | instances | area, sq um | share of cell area, % |
|---|---|---|---|
| repair buffers | 25 | 240.2 | 6.454 |
| well taps | 136 | 170.2 | 4.571 |
| inverters | 14 | 52.55 | 1.412 |
| multi-input cells | 244 | 1653 | 44.40 |
| clock inverters | 1 | 5.005 | 0.1345 |
| clock buffers | 7 | 96.34 | 2.588 |
| flip-flops and latches | 65 | 1505 | 40.44 |
[power groups by stage]
stage | Clock, uW | Combinational, uW | Sequential [uW]
final | 207 | 28.4 | 257
after global routing | 223 | 32.4 | 257
after CTS | 213 | 29.3 | 257
[worst min-delay path: cells and delay by family, from the launching register on]
family             cells  cell delay [ns]
AOI/OAI and AO/OA      2             0.13
DFF                    1             0.31
[layer usage]
| metal | wire length (um) | GRT usage, % |
|---|---|---|
| met5 | 0 | 0 |
| met4 | 29 | 0.7937 |
| met3 | 155 | 1.563 |
| met2 | 2778 | 18.83 |
| met1 | 3023 | 16.85 |
Power figures rest on the tool's default switching activity, not on a simulated workload.
