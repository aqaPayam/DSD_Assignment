--- design/flow/constraint.sdc ---
current_design Adder

set clk_period 5.0
set clk_io_pct 0.2

create_clock -name clk0 -period $clk_period

set non_clock_inputs [all_inputs -no_clocks]
set_input_delay [expr $clk_period * $clk_io_pct] -clock clk0 $non_clock_inputs
set_output_delay [expr $clk_period * $clk_io_pct] -clock clk0 [all_outputs]
--- design/flow/config.mk ---
export PLATFORM = sky130hd
export DESIGN_NAME = Adder
export DESIGN_NICKNAME = Adder
export VERILOG_FILES = /design/flow/design.v
export SDC_FILE = /design/flow/constraint.sdc
export NUM_CORES = 4
export LEC_CHECK = 1
export CORE_AREA = 10 10 70 70
export DIE_AREA = 0 0 80 80
--- design/flow/run.sh ---
#!/bin/bash
# OpenROAD 26Q1-2900-gdf79404cd8, Yosys 0.63+post, stock flow scripts
make -C /OpenROAD-flow-scripts/flow DESIGN_CONFIG=/design/flow/config.mk WORK_HOME=/design/flow/orfs finish
--- design/flow/design.v ---
`timescale 1ns/1ns 
module HA(a,b,sum,cout);
input a,b;
output reg sum,cout;
always @(*) 
  begin
   #2 
   cout = a & b;
  end
  always @(*) 
  begin
  #3
  sum = a ^ b;
  end
endmodule
module FA( 
  input a, b, Cin, 
  output S, Cout
  );  
  wire w1, w2, w3;    
  HA HA1(a, b, w1, w2);
  HA HA2(w1, Cin,S, w3);
  or(Cout,w2, w3);
endmodule  
module Adder(a,b,cin,sum,cout);
input [3:0]a,b;
input cin;
output wire [3:0]sum;
output cout;
wire cout1, cout2, cout3;
FA FA1(a[0],b[0],cin,sum[0],cout1);
FA FA2(a[1],b[1],cout1,sum[1],cout2);
FA FA3(a[2],b[2],cout2,sum[2],cout3);
FA FA4(a[3],b[3],cout3,sum[3],cout);
endmodule
==> flow_metrics.env <==
# implementation run metrics
export IMPL_status="finished, final reports clean"
export IMPL_grt_pass1_wl_um=710
export IMPL_startpoint_type="input port"
export IMPL_antennaDiodeCount=0
export IMPL_rsz0062_at_grt="no"
export IMPL_hold_class="input port to primary output"
export IMPL_drv_slew=0
export IMPL_ios=14
export IMPL_powerDensity_nw_per_um2=90.9
export IMPL_drive_above_1_share=0
export IMPL_crit_start="a[0]"
export IMPL_final_util=0.0923
export IMPL_tightest_slew_ns=0.105
export IMPL_critPathBufInv=6
export IMPL_cp_cell_sequence="clkdlybuf4s50_1, inv_1, fa_1, inv_1, fa_1, fa_1, inv_1, fa_1, inv_1, clkdlybuf4s50_1"
export IMPL_holdBufCountCts=0
export IMPL_row_count=21
export IMPL_nFillCells=408
export IMPL_power_leakage_nw=0.137
export IMPL_chip_area_um2=6400
export IMPL_power_mw=0.0287
export IMPL_drv_cap=0
export IMPL_most_common_layout_cells="clkdlybuf4s50_1, inv_1, fa_1"
export IMPL_hold_depth=5
export IMPL_cp_required_ns=4.00
export IMPL_grt_max_degree=2
export IMPL_slowest_stage="clkdlybuf4s50_1"
export IMPL_cp_num_cells=10
export IMPL_syn_area_per_cell_um2=8.20
export IMPL_fp_utilization=0.0432
export IMPL_portBuffers=14
export IMPL_tns_ns=0
export IMPL_vias=134
export IMPL_crit_path_max_fanout=1
export IMPL_grt_pass1_vias=162
export IMPL_ys_warn_count=1
export IMPL_routabilityCongestion=0.795
export IMPL_hold_violations=0
export IMPL_critical_path_top_delay_family="adder cells"
export IMPL_critical_path_arrival_ns=3.46
export IMPL_ys_types=3
export IMPL_finalSetupViolations=0
export IMPL_period_minus_slack_ns=4.46
export IMPL_ys_cells=18
export IMPL_drtIter0Drc=0
export IMPL_syn2layout_area_growth_pct=114
export IMPL_via_per_inst=1.81
export IMPL_dieHeight_um=80
export IMPL_antenna_left=0
export IMPL_lay_top_count="clkdlybuf4s50_1"
export IMPL_worstSetupPathType="input port to primary output"
export IMPL_core_area_um2=3420
export IMPL_log_warning_count=32
export IMPL_drc_errors=0
export IMPL_drt_wl_total_um=449
export IMPL_yosys_area_um2=148
export IMPL_clock_buffers=0
export IMPL_n_sequential_cell=0
export IMPL_peakVddDrop_uv=22.6
export IMPL_regArea_um2=0
export IMPL_antenna_found_initial=0
export IMPL_yosysSeqAreaShare=0
export IMPL_syn_area_um2=148
export IMPL_ctsResizeCount=0
export IMPL_fmax_mhz=224
export IMPL_dpl_hpwl_um=450
export IMPL_netlist_instances=18
export IMPL_worstSetupEndpointType="primary output"
export IMPL_critPathCapture="sum[3]"
export IMPL_drt_pass1_iterations=1
export IMPL_overflow=0
export IMPL_die_x_um=80
export IMPL_cpPeakStageDelay_ns=0.46
export IMPL_route_detailed_wl_per_inst_um=6.07
export IMPL_grtUsageTotal=0.0139
export IMPL_relSlewSlack=0.930
export IMPL_cts_setup_buffers=0
export IMPL_period_used=0.892
-- where the power goes --
group	total [mW]	switching (mW)	internal, mW
Sequential	0	0	0
Combinational	0.0287	0.00812	0.0205
Clock	0	0	0
Total	0.0287	0.00812	0.0205
-- worst min-delay path: cells and delay by family --
kind / cells / cell delay, ns
fa+ha+maj: 1 / 0.15
buf+inv: 4 / 0.91
-- synth_stat cells --
cell    n  area (um2)
fa_1    4        80.1
inv_1  10        37.5
buf_4   4        30.0
-- per-stage QoR --
step           area, um2  setup WS [ns]  std cells  hold slack [ns]
3_3_place_gp         315          0.538         74             3.04
6_report             315          0.541         74             3.05
5_1_grt              315          0.383         74             3.12
4_1_cts              315          0.489         74             3.07
3_5_place_dp         315          0.504         74             3.06
2_1_floorplan        148           1.42         18             2.22
-- area by class of cell --
| class | count | area [um2] | share of cell area |
|---|---|---|---|
| Inverter | 10 | 37.5 | 0.119 |
| Multi-Input combinational cell | 4 | 80.1 | 0.254 |
| Tap cell | 46 | 57.6 | 0.183 |
| Timing Repair Buffer | 14 | 140 | 0.444 |
-- cells by family after synthesis --
family | synth area share
adders and majority gates | 0.542
buffers and inverters | 0.458
-- worst min-delay path by stage --
stage                 startpoint      to  slack, ns
after CTS                    cin  sum[0]       3.07
after global routing        b[0]  sum[0]       3.12
final                       b[3]  sum[3]       3.05
-- layer usage --
layer  vias up  part of all wire  global-route usage
met5         -                 0                   0
met3         0              0.18             0.00795
met1        60              0.57              0.0207
li1         60                 -                   -
met2        14              0.25              0.0177
met4         0                 0                   0
No activity file was given, so power comes from the tool's default toggle rates.
